==> flow/design.v <==
`timescale 1ns / 1ps
	 module bk_uart#(
		parameter BKP_BASE_index= 1000,
		parameter sys_clk_freq = 100000000
	)
	(
		input  wire clk,
		input  wire rst_n,
		input  wire bkt_ready_i,
		input  wire [31:0] bkt_index_i,
		input  wire [31:0] bkt_data_i,
		output wire [31:0] bk_status,
		output wire Tx,
		input  wire Rx
    );
reg BKP_Ready_z1,BKP_Ready_z2;
always @(posedge clk)
if(!rst_n)
    begin
        BKP_Ready_z1 <= 1'b0;
        BKP_Ready_z2 <= 1'b0;
    end
 else
    begin
        BKP_Ready_z1 <= bkt_ready_i;
        BKP_Ready_z2 <= BKP_Ready_z1;
    end 
wire BKP_Ready;
assign BKP_Ready = BKP_Ready_z1 & ~BKP_Ready_z2;
reg [2:0] bk_mode;
always @(posedge clk)
if(!rst_n)
	bk_mode <= 'd0;
else if(BKP_Ready && bk_data_index == 0)
	bk_mode <= bk_data[2:0];
wire [31:0] bk_data_index;
assign bk_data_index = bkt_index_i;
wire [31:0] bk_data;
assign bk_data = bkt_data_i;
reg DESR;
always @(posedge clk)
if(!rst_n)
	DESR <= 'd0;
else if(BKP_Ready && bk_data_index == BKP_BASE_index)
	DESR <= bk_data[0];
else
	DESR <= DESR;
reg [31:0] BandRate_bit;
always @(posedge clk)
if(!rst_n)
	BandRate_bit <= 'd0;
else if(BKP_Ready && bk_data_index == BKP_BASE_index + 1 )
	BandRate_bit <= bk_data;
else
	BandRate_bit <= BandRate_bit;
reg [7:0] send_buf;
always @(posedge clk)
if(!rst_n)
	send_buf <= 'd0;
else if(BKP_Ready && bk_data_index == BKP_BASE_index + 2 )
	send_buf <= bk_data[7:0];
else
	send_buf <= send_buf;
reg send_start;
always @(posedge clk)
if(!rst_n)
	send_start <= 'd0;
else if(BKP_Ready && bk_data_index == BKP_BASE_index + 3 )
	send_start <= bk_data[0];
else
	send_start <= send_start;
reg rec_clean;
always @(posedge clk)
if(!rst_n)
	rec_clean <= 'd0;
else if(BKP_Ready && bk_data_index == BKP_BASE_index + 6 )
	rec_clean <= bk_data[0];
else
	rec_clean <= rec_clean;
reg [31:0] bk_status_p;
always @(posedge clk)
if(!rst_n)
	bk_status_p <= 'd0;
else
	case(bk_mode)
		3'd0: begin bk_status_p<= {rx_nums,bkp_busy};   end    
		3'd1: 
			  begin 
				if(BKP_Ready && bk_data_index == BKP_BASE_index + 4)
					bk_status_p <= rec_buf[31:0];
				else if(BKP_Ready && bk_data_index == BKP_BASE_index + 5)
					bk_status_p <= rec_buf[63:32];
				else
					bk_status_p <= bk_status_p;
		      end 
	    3'd2: begin bk_status_p<='d0;   end 
	endcase	
assign bk_status = 	bk_status_p;
reg send_start_z1,send_start_z2;
always @(posedge clk)
if(!rst_n)
	begin
		send_start_z1 <= 'd0;
		send_start_z2 <= 'd0;
	end 
else
	begin
		send_start_z1 <= send_start;
		send_start_z2 <= send_start_z1;
	end 
wire send_start_pedge;
assign send_start_pedge = send_start_z1 & !send_start_z2;
reg rx_clean_z1,rx_clean_z2;
always @(posedge clk)
if(!rst_n)
	begin
		rx_clean_z1 <= 'd0;
		rx_clean_z2 <= 'd0;
	end 
else
	begin
		rx_clean_z1 <= rec_clean;
		rx_clean_z2 <= rx_clean_z1;
	end 
wire rx_clean_pedge;
assign rx_clean_pedge = rx_clean_z1 & !rx_clean_z2;
reg [2:0] rx_nums;
always @(posedge clk)
if(!rst_n)
	rx_nums <= 'd0;
else if(bkp_ready_rx)
	rx_nums <= rx_nums + 1'd1;
else if(rx_clean_pedge)
	rx_nums <= 'd0;
else	
	rx_nums <= rx_nums;
reg [63:0] rec_buf;
always @(posedge clk)
if(!rst_n)
	rec_buf <= 'd0;
else if(rx_clean_pedge)
	rec_buf <= 'd0;
else if(bkp_ready_rx)
	rec_buf <= {rec_buf << 8} | bkp_data_rx;
else
	rec_buf <= rec_buf;
wire bkp_busy;
wire [7:0] bkp_data_rx;
wire bkp_ready_rx;
     uart_excute#(
					.sys_clk_freq(sys_clk_freq)
				)
				u1(
					.clk(clk),
				    .rst_n(rst_n),
					.BandRate_bit(BandRate_bit),
					.bkp_data_i(send_buf),  	               
					.bkp_ready_i(send_start_pedge), 		               
					.bkp_busy_o(bkp_busy),                         
					.bkp_data_o(bkp_data_rx),
					.bkp_ready_o(bkp_ready_rx),
					.Tx(Tx),
					.Rx(Rx)
				 );
endmodule 
`timescale 1ns / 1ps
module uart_excute#(
					parameter  sys_clk_freq  = 50_000_000
				)
				(
					input wire clk,
					input wire rst_n,
					input wire [31:0] BandRate_bit,
					input  wire [7:0] bkp_data_i,
					input  wire bkp_ready_i,     
					output wire bkp_busy_o,    
					output wire [7:0] bkp_data_o,
					output  wire bkp_ready_o,    
					output wire Tx,
					input  wire Rx
				 );
wire [31:0] BandRate_byte;
assign  BandRate_byte = BandRate_bit * 10;
localparam Tx_state0 = 3'b001;
localparam Tx_state1 = 3'b010;
localparam Tx_state2 = 3'b100;
localparam Rx_state0 = 3'b001;
localparam Rx_state1 = 3'b010;
localparam Rx_state2 = 3'b100;
reg [2:0] Status_Tx;  
reg [31:0] BandRate_Tx_Cnt;
always @(posedge clk or negedge rst_n)
if(!rst_n)
	begin
		BandRate_Tx_Cnt <= 32'd0;
		Status_Tx <= Tx_state0;
	end 
else 
	begin
		case(Status_Tx)
			Tx_state0:
					begin
						if(bkp_ready_i == 1'b1)
							begin
								Status_Tx <= Tx_state1;
								BandRate_Tx_Cnt <= 32'd1;
							end 
						else	
							begin
								Status_Tx <= Tx_state0;
								BandRate_Tx_Cnt <= 32'd0;
							end 
					end 
			Tx_state1:
					begin
						if(BandRate_Tx_Cnt == BandRate_byte)
							begin 
								BandRate_Tx_Cnt <= 32'd0;
								Status_Tx <= Tx_state2;
							end 
						else	
							begin
								BandRate_Tx_Cnt <= BandRate_Tx_Cnt + 1'd1;
								Status_Tx <= Tx_state1;
							end 
					end 
			Tx_state2:
					begin
						if(bkp_ready_i == 1'b1)
							Status_Tx <= Tx_state2;     
						else	
							Status_Tx <= Tx_state0;
					end 
			default:
					Status_Tx <= Tx_state0;
		endcase
	end 
wire uart_tx_pre_value;
assign uart_tx_pre_value  = ((BandRate_Tx_Cnt > BandRate_bit*32'd0) &&(BandRate_Tx_Cnt <= BandRate_bit*32'd1)) ? 1'b1: 1'b0;
wire uart_tx_bit0_value;
assign uart_tx_bit0_value = ((BandRate_Tx_Cnt > BandRate_bit*32'd1) &&(BandRate_Tx_Cnt <= BandRate_bit*32'd2)) ? 1'b1: 1'b0;
wire uart_tx_bit1_value;
assign uart_tx_bit1_value = ((BandRate_Tx_Cnt > BandRate_bit*32'd2) &&(BandRate_Tx_Cnt <= BandRate_bit*32'd3)) ? 1'b1: 1'b0;
wire uart_tx_bit2_value;
assign uart_tx_bit2_value = ((BandRate_Tx_Cnt > BandRate_bit*32'd3) &&(BandRate_Tx_Cnt <= BandRate_bit*32'd4)) ? 1'b1: 1'b0;
wire uart_tx_bit3_value;
assign uart_tx_bit3_value = ((BandRate_Tx_Cnt > BandRate_bit*32'd4) &&(BandRate_Tx_Cnt <= BandRate_bit*32'd5)) ? 1'b1: 1'b0;
wire uart_tx_bit4_value;
assign uart_tx_bit4_value = ((BandRate_Tx_Cnt > BandRate_bit*32'd5) &&(BandRate_Tx_Cnt <= BandRate_bit*32'd6)) ? 1'b1: 1'b0;
wire uart_tx_bit5_value;
assign uart_tx_bit5_value = ((BandRate_Tx_Cnt > BandRate_bit*32'd6) &&(BandRate_Tx_Cnt <= BandRate_bit*32'd7)) ? 1'b1: 1'b0;
wire uart_tx_bit6_value;
assign uart_tx_bit6_value = ((BandRate_Tx_Cnt > BandRate_bit*32'd7) &&(BandRate_Tx_Cnt <= BandRate_bit*32'd8)) ? 1'b1: 1'b0;
wire uart_tx_bit7_value;
assign uart_tx_bit7_value = ((BandRate_Tx_Cnt > BandRate_bit*32'd8) &&(BandRate_Tx_Cnt <= BandRate_bit*32'd9)) ? 1'b1: 1'b0;
wire uart_tx_end_value;
assign uart_tx_end_value =  ((BandRate_Tx_Cnt > BandRate_bit*32'd9) &&(BandRate_Tx_Cnt  <=  BandRate_byte)) ? 1'b1: 1'b0;
reg  [7:0] bkp_data_i_n;
always @(posedge clk or negedge rst_n)
if(!rst_n)
	bkp_data_i_n <= 8'b0;
else
	bkp_data_i_n <= bkp_data_i;
reg Tx_p;
always @(posedge clk or negedge rst_n)
if(!rst_n)
	Tx_p <= 1'b1;
else if(uart_tx_pre_value)
	Tx_p <= 1'b0;
else if(uart_tx_bit0_value)
	Tx_p <= bkp_data_i_n[0];
else if(uart_tx_bit1_value)
	Tx_p <= bkp_data_i_n[1];
else if(uart_tx_bit2_value)
	Tx_p <= bkp_data_i_n[2];
else if(uart_tx_bit3_value)
	Tx_p <= bkp_data_i_n[3];
else if(uart_tx_bit4_value)
	Tx_p <= bkp_data_i_n[4];
else if(uart_tx_bit5_value)
	Tx_p <= bkp_data_i_n[5];
else if(uart_tx_bit6_value)
	Tx_p <= bkp_data_i_n[6];
else if(uart_tx_bit7_value)
	Tx_p <= bkp_data_i_n[7];
else if(uart_tx_end_value)
	Tx_p <= 1'b1;	
else
	Tx_p <= 1'b1;
wire  data_in_seding_o_p;
assign data_in_seding_o_p = ((BandRate_Tx_Cnt >0) &&(BandRate_Tx_Cnt <= BandRate_byte)) ? 1'b1 : 1'b0;
assign bkp_busy_o = data_in_seding_o_p;
assign Tx = Tx_p;
reg Rx_n_1;
reg Rx_n_2;
always @(posedge clk or negedge rst_n)
if(!rst_n)
	begin
		Rx_n_1 <= 1'b0;
		Rx_n_2 <= 1'b0;
	end
else
	begin
		Rx_n_1 <= Rx;
		Rx_n_2 <= Rx_n_1;
	end 
wire Rx_n_nedge;
assign Rx_n_nedge = !Rx_n_1 & Rx_n_2;
reg [2:0] Status_Rx;
reg [31:0] BandRate_Rx_Cnt;
always @(posedge clk or negedge rst_n)
if(!rst_n)
	begin
		Status_Rx <= Rx_state0;
		BandRate_Rx_Cnt <= 32'd0;
	end 
else	
	case(Status_Rx)
		Rx_state0:
			begin
				if(Rx_n_nedge)
					begin
						Status_Rx <= Rx_state1;
						BandRate_Rx_Cnt <= 32'd1;
					end 
				else	
					begin
						Status_Rx <= Rx_state0;
						BandRate_Rx_Cnt <= 32'd0;
					end 
			end 
		Rx_state1:
			begin
				if(BandRate_Rx_Cnt == BandRate_byte)
					begin
						BandRate_Rx_Cnt <= 32'd0;
						Status_Rx <= Rx_state2;
					end 
				else
					begin
						BandRate_Rx_Cnt <= BandRate_Rx_Cnt + 1'd1;
						Status_Rx <= Rx_state1;
					end 
			end 
		Rx_state2:
			begin
				if(Rx_n_nedge)
					Status_Rx <= Rx_state2;
				else
					Status_Rx <= Rx_state0; 
			end 
		default:
			Status_Rx <= Rx_state0;
	endcase
wire uart_rx_bit0_value;
assign uart_rx_bit0_value = (BandRate_Rx_Cnt == BandRate_bit*32'd1 + (BandRate_bit/2)) ? 1'b1: 1'b0;
wire uart_rx_bit1_value;
assign uart_rx_bit1_value = (BandRate_Rx_Cnt == BandRate_bit*32'd2 + (BandRate_bit/2)) ? 1'b1: 1'b0;
wire uart_rx_bit2_value;                                
assign uart_rx_bit2_value = (BandRate_Rx_Cnt == BandRate_bit*32'd3 + (BandRate_bit/2)) ? 1'b1: 1'b0;
wire uart_rx_bit3_value;                                 
assign uart_rx_bit3_value = (BandRate_Rx_Cnt == BandRate_bit*32'd4 + (BandRate_bit/2)) ? 1'b1: 1'b0;
wire uart_rx_bit4_value;                                 
assign uart_rx_bit4_value = (BandRate_Rx_Cnt == BandRate_bit*32'd5 + (BandRate_bit/2)) ? 1'b1: 1'b0;
wire uart_rx_bit5_value;                                
assign uart_rx_bit5_value = (BandRate_Rx_Cnt == BandRate_bit*32'd6 + (BandRate_bit/2)) ? 1'b1: 1'b0;
wire uart_rx_bit6_value;                           
assign uart_rx_bit6_value = (BandRate_Rx_Cnt == BandRate_bit*32'd7 + (BandRate_bit/2)) ? 1'b1: 1'b0;
wire uart_rx_bit7_value;                           
assign uart_rx_bit7_value = (BandRate_Rx_Cnt == BandRate_bit*32'd8 + (BandRate_bit/2)) ? 1'b1: 1'b0;
wire uart_rx_end_value;                               
assign uart_rx_end_value =  (BandRate_Rx_Cnt == BandRate_bit*32'd9 + (BandRate_bit/2)) ? 1'b1: 1'b0;
wire Data_Recing;
assign	Data_Recing = (BandRate_Rx_Cnt == 0) ? 1'b0 : 1'b1;
reg [7:0] data2rec_o_n;
always @(posedge clk or negedge rst_n)
if(!rst_n)
	data2rec_o_n <= 8'b0;
else if(Data_Recing == 1'b1)
	begin
		if(uart_rx_bit0_value)
			data2rec_o_n[0] <= Rx_n_1;
		else if(uart_rx_bit1_value)
			data2rec_o_n[1] <= Rx_n_1;
		else if(uart_rx_bit2_value)
			data2rec_o_n[2] <= Rx_n_1;
		else if(uart_rx_bit3_value)
			data2rec_o_n[3] <= Rx_n_1;
		else if(uart_rx_bit4_value)
			data2rec_o_n[4] <= Rx_n_1;
		else if(uart_rx_bit5_value)
			data2rec_o_n[5] <= Rx_n_1;
		else if(uart_rx_bit6_value)
			data2rec_o_n[6] <= Rx_n_1;
		else if(uart_rx_bit7_value)
			data2rec_o_n[7] <= Rx_n_1;
		else 
			data2rec_o_n <= data2rec_o_n;
	end 
else
	data2rec_o_n <= 8'b0;	
assign bkp_data_o       =  data2rec_o_n;
assign bkp_ready_o      =  uart_rx_end_value;
endmodule 
==> flow/run.sh <==
#!/bin/bash
# OpenROAD 26Q1-2900-gdf79404cd8, Yosys 0.63+post, stock flow scripts
make -C /OpenROAD-flow-scripts/flow DESIGN_CONFIG=/design/flow/config.mk WORK_HOME=/design/flow/orfs finish
==> flow/config.mk <==
export PLATFORM = sky130hd
export DESIGN_NAME = bk_uart
export DESIGN_NICKNAME = bk_uart
export VERILOG_FILES = /design/flow/design.v
export SDC_FILE = /design/flow/constraint.sdc
export NUM_CORES = 4
export LEC_CHECK = 1
export CORE_UTILIZATION = 40
==> flow/constraint.sdc <==
current_design bk_uart

set clk_period 14.3
set clk_io_pct 0.2

create_clock -name clk0 -period $clk_period [get_ports {clk}]

set non_clock_inputs [all_inputs -no_clocks]
set_input_delay [expr $clk_period * $clk_io_pct] -clock clk0 $non_clock_inputs
set_output_delay [expr $clk_period * $clk_io_pct] -clock clk0 [all_outputs]
==> flow_metrics.py <==
# Synthesis and PnR figures
metrics = {
    "sta": {
        "finalWorstSetupSlack_ns": 5.91,
        "setup_viol": 0,
        "fmax_mhz": 119,
        "worstMarginPinSlew_ns": 0.976,
        "finalHoldViolCount": 0,
        "slew_viol_final": 0,
        "rsz0062_at_grt": "no",
        "tns_ns": 0,
        "post-route-min-period_ns": 8.39,
        "skew_ns": 0.0235,
        "relSlewSlack_pct": 34.9,
        "period_used_pct": 58.7,
        "timing.hold.ws_ns": 0.354,
    },
    "critical_path": {
        "r2r_end": "rec_buf[63]",
        "critPathKind": "reg2reg",
        "cp-startpoint": "BandRate_bit[12]",
        "worstPathMaxFanout": 41,
        "r2r-start": "BandRate_bit[12]",
        "rrSetupSlack_ns": 5.91,
        "arrival_ns": 8.86,
        "end_kind": "flip-flop",
        "crit_slowest_cell": "dfxtp_1",
        "critPathLaunchType": "flip-flop",
        "slowest_delay_ns": 0.65,
        "r2r_cells": 31,
        "endpoint": "rec_buf[63]",
        "required_ns": 14.76,
    },
    "placed_design": {
        "pre_cts_ws_ns": 6.07,
        "dpl.hpwl_mm": 157,
        "routabilityCongestion": 1.08,
        "io_buffers": 100,
    },
    "clocking": {
        "postCtsHoldBufs": 0,
        "path_clk_slew_ns": 0.07,
        "clk_latency_ns": 0.62,
        "clk_path_buf_depth": 3,
        "cts_max_level": 1,
        "numCtsBuffers": 26,
        "cts_tree": "built",
        "cts_setup_buffers": 0,
        "root_buffer": "clkbuf_16",
        "post_cts_resized": 0,
        "numClockSinks": 239,
    },
    "power": {
        "peakVddDrop_mv": 0.0910,
        "power.density_nw_per_um2": 30.2,
        "power_leakage_nw": 22.1,
        "p_total_w": 0.00142,
    },
    "die": {
        "io_pins": 101,
        "core_area_um2": 107000,
        "initCoreUtil_pct": 40.3,
        "die_y_um": 330,
        "placementRows": 120,
        "dieArea_um2": 109000,
        "die_w_um": 330,
    },
    "synth": {
        "yosys_warnings": 2,
        "synth_cell_types": 100,
        "synthFlopType": "dfxtp_1",
        "yosys_area_um2": 43100,
        "edf_count": 0,
        "synth_top_area_share_pct": 19.2,
        "synthTopCellsByCount": "ha_1, a21oi_1, nand2_1",
        "area_leaders": "ha_1, dfxtp_1, xnor2_1",
        "ys_ff": 239,
        "seq_area_frac_synth_pct": 12.1,
        "ys_cells": 5611,
        "async_flop_share_pct": 37.2,
        "yosys.area.top_type": "ha_1",
        "postSynthCellCount": 5611,
        "netlist_area_um2": 43100,
        "syn_area_per_cell_um2": 7.68,
        "top_cell": "ha_1",
    },
    "grt": {
        "grt_pass1_wl_mm": 281,
        "grt_max_degree": 66,
        "antenna_found_initial": 10,
        "grt_overflow": 0,
        "grt_pass1_vias": 41200,
        "track_usage_pct": 36.2,
    },
    "job": {
        "warning_count": 95,
        "max_cap_violations": 0,
    },
    "route": {
        "wirelength_mm": 195,
        "drtAntennaViolNets": 0,
        "drtPass1Iterations": 6,
        "vias": 44000,
        "wl_per_cell_um": 27.5,
        "drc": 0,
        "vias_per_cell": 6.19,
        "drt_iter0_drc": 3520,
    },
    "final_layout": {
        "syn_to_final_growth_pct": 9.25,
        "final-comb-area_um2": 35900,
        "fillCellCount": 10800,
        "final_util_pct": 44.1,
        "drive_gt1_share_pct": 5.19,
        "flop_area_um2": 5240,
    },
    "outcome": {
        "run_status": "finished, final reports clean",
    },
    "min_path": {
        "min_path_type": "reg2reg",
    },
}
[critical path: cells and delay by family (launching register included)]
kind / cells / cell delay [ns]
buffers and inverters: 5 / 1.57
adders and majority gates: 2 / 0.94
muxes: 1 / 0.25
AOI/OAI and AO/OA: 9 / 2.26
and+or+nand+nor: 12 / 2.03
DFF: 1 / 0.65
xor gates and xnor gates: 2 / 0.43
[final cells by class]
cell class	count	area share [%]
Inverter	319	2.54
Tap cell	1403	3.73
Timing Repair Buffer	253	4.56
Sequential cell	239	11.1
Clock buffer	29	1.45
Antenna cell	1	0.00531
Clock inverter	19	0.396
Multi-Input combinational cell	4841	76.2
[metrics by stage]
stage / cells / cell area [um2]
3_5_place_dp: 7055 / 46200
6_report: 7104 / 47100
2_1_floorplan: 5611 / 43100
3_3_place_gp: 7055 / 46200
5_1_grt: 7103 / 47100
4_1_cts: 7103 / 47100
[flip-flops by register name (all words and copies together) (netlist names), 3 cells and up]
name and cells:
u1.bkp_data_i_n 8, rec_buf 64, u1.data2rec_o_n 8, send_buf 8, u1.BandRate_Rx_Cnt 32, u1.Status_Rx 3
u1.BandRate_Tx_Cnt 32, u1.Status_Tx 3, bk_status_p 32, BandRate_bit 32, bk_mode 3, rx_nums 3
[cells in the final DEF, fill, tap and decap left out, drive strengths merged, types with 139 or more instances in the layout]
| cell | instances |
|---|---|
| ha | 662 |
| a21oi | 460 |
| nand2 | 451 |
| nor2 | 415 |
| o21ai | 369 |
| inv | 328 |
| xnor2 | 291 |
| a21o | 183 |
| xor2 | 178 |
| nand4 | 171 |
| buf | 154 |
| dfxtp | 150 |
| mux2i | 145 |
| nand3 | 139 |
[layer usage]
layer	global-route usage, %	vias to the layer above	routed length, um
li1	-	20900	-
met5	0.348	-	76
met2	52.1	1698	80700
met1	48.8	21000	82000
met3	11.7	397	19700
met4	18.6	6	12800
[report_power, final]
group          switching [W]  internal, W   total, W
registers         0.00000147     0.000671   0.000672
logic              0.0000203    0.0000195  0.0000398
clock network       0.000337     0.000373   0.000710
total               0.000359      0.00106    0.00142
[kinds of logic after synthesis]
kind of cell | share of synthesized area, %
simple gates | 20.6
compound gates | 24.8
fa+ha+maj | 23.6
buf+inv | 4.70
xor+xnor | 10.6
flops | 12.1
mux | 3.65
[worst min-delay path by stage]
stage            from            endpoint  slack [ns]  depth (start not counted)
4_1_cts   send_buf[4]  u1.bkp_data_i_n[4]        0.35                          0
6_report  send_buf[5]  u1.bkp_data_i_n[5]        0.35                          0
5_1_grt   send_buf[5]  u1.bkp_data_i_n[5]        0.37                          0
Power and IR drop assume default switching activity.
